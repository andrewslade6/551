## flow/config.mk

```make
export PLATFORM = sky130hd
export DESIGN_NAME = alu
export DESIGN_NICKNAME = alu
export VERILOG_FILES = /design/flow/design.v
export SDC_FILE = /design/flow/constraint.sdc
export NUM_CORES = 4
export LEC_CHECK = 1
export CORE_UTILIZATION = 30
```

## flow/constraint.sdc

```tcl
current_design alu

set clk_period 23.4
set clk_io_pct 0.2

create_clock -name clk0 -period $clk_period

set non_clock_inputs [all_inputs -no_clocks]
set_input_delay [expr $clk_period * $clk_io_pct] -clock clk0 $non_clock_inputs
set_output_delay [expr $clk_period * $clk_io_pct] -clock clk0 [all_outputs]
```

## flow/design.v

```verilog
module alu(Accum, Pcomp, Icomp, Pterm, Iterm, Fwd, A2D_res, Error, Intgrl, 
			src0sel, src1sel, multiply, sub, mult2, mult4, saturate, dst);
input [15:0] Accum, Pcomp;
input [13:0] Pterm;
input [11:0] Icomp, Iterm, Fwd, A2D_res, Error, Intgrl;
input [2:0] src0sel, src1sel;
input multiply, sub, mult2, mult4, saturate;
output [15:0] dst;
wire [15:0] src0, src1, 
			pre_src0, pre_src1,
			scaled_src0,
			add_res, sat_wire;
wire signed [14:0] signed_source0, signed_source1;
wire signed [15:0] mult_sat;
wire signed [29:0] mult_wire;
localparam Accum2Src1 = 3'b000;
localparam Iterm2Src1 = 3'b001;
localparam Err2Src1 = 3'b010;
localparam ErrDiv22Src1 = 3'b011;
localparam Fwd2Src1 = 	3'b100;
localparam A2D2Src0 = 3'b000;
localparam Intgrl2Src0 = 3'b001;
localparam Icomp2Src0 = 3'b010;
localparam Pcomp2Src0 = 3'b011;
localparam Pterm2Src0 = 3'b100;
assign pre_src0 = (src0sel == A2D2Src0) ? {4'b0000,A2D_res} :
				  (src0sel == Intgrl2Src0) ? {{4{Intgrl[11]}},Intgrl} :
				  (src0sel == Icomp2Src0) ? {{4{Icomp[11]}},Icomp} :
				  (src0sel == Pcomp2Src0) ? Pcomp :
				  {src0sel == Pterm2Src0} ? {2'b00,Pterm} :
				  16'hxxxx;  
assign pre_src1 = (src1sel == Accum2Src1) ? Accum :
				(src1sel == Iterm2Src1) ? {4'b0000,Iterm} :
				(src1sel == Err2Src1) ? {{4{Error[11]}},Error} :
				(src1sel == ErrDiv22Src1) ? {{8{Error[11]}},Error[11:4]} :
				(src1sel == Fwd2Src1) ? {4'b0000,Fwd} :
				16'hxxxx;  
assign scaled_src0 = (mult2) ? {pre_src0[14:0],1'b0} :
					 (mult4) ? {pre_src0[13:0],2'b00} :
					 pre_src0;
assign src0	= (sub) ? ~scaled_src0 : scaled_src0;
assign	src1 = pre_src1;
assign 	add_res	= src0 + src1 + sub;		 
assign sat_wire = (saturate && (add_res[15] == 0) && add_res[15:11] > 5'b00000) ? 16'h07FF :
				  (saturate && (add_res[15] == 1) && add_res[15:11] < 5'b11111) ? 16'hF802 :
				   add_res[15:0];  			
assign signed_source0 = src0[14:0];
assign signed_source1 = src1[14:0];
assign mult_wire = signed_source0 * signed_source1;
assign mult_sat = (mult_wire[29]) ? ((&mult_wire[28:26]) ? mult_wire[27:12] : 16'hC000) :
									 ((mult_wire[28:26]) ? 16'h3FFF : 
									   mult_wire[27:12]);
assign dst = (multiply) ? mult_sat : sat_wire;
endmodule
```

## flow/run.sh

```bash
#!/bin/bash
# OpenROAD 26Q1-2900-gdf79404cd8, Yosys 0.63+post, stock flow scripts
make -C /OpenROAD-flow-scripts/flow DESIGN_CONFIG=/design/flow/config.mk WORK_HOME=/design/flow/orfs finish
```

==> insert_results.sql <==
-- generated from flow reports
INSERT INTO impl_metrics (metric_group, metric, value, unit) VALUES
('run_status', 'status', 'completed', ''),
('die', 'initial_core_util', '0.306', ''),
('final_timing', 'clock.fmax', '52.6', 'MHz'),
('place', 'place.gp.congestion', '1.01', ''),
('grt', 'grt_antenna_before_repair', '0', ''),
('final_timing', 'setup_repair_after_global_routing_missed_its_margin', 'no', ''),
('cells_and_area', 'multiInputGateArea', '10200', 'µm²'),
('clock_network', 'cts_setup_buffers', '0', ''),
('die', 'die_x', '198', 'µm'),
('die', 'std_cell_rows', '71', ''),
('routing', 'route.detailed.wl_per_inst', '16.8', 'µm'),
('routing', 'drt-vias-per-instance', '4.84', ''),
('critical_path', 'worst-endpoint-required', '18.72', 'ns'),
('die', 'fp.dieArea', '39300', 'µm²'),
('critical_path', 'critPathMaxStageDelay', '0.96', 'ns'),
('clock_network', 'postCtsResizedCells', '0', ''),
('critical_path', 'crit_fanout', '25', ''),
('final_timing', 'hold_slack', '10.54', 'ns'),
('cells_and_area', 'fin_util', '0.362', ''),
('run', 'tool_warnings', '33', ''),
('synthesis', 'syn_inst', '1420', ''),
('synthesis', 'ys_cells', '1420', ''),
('place', 'place.port_buffers', '145', ''),
('cells_and_area', 'area_added_between_synthesis_and_finish', '18.1', '%'),
('final_timing', 'worst_pin_slew', '0.834', 'ns'),
('final_timing', 'layout_setup_ws', '4.38', 'ns'),
('place', 'dp.final_hpwl', '30300', 'µm'),
('routing', 'routed-via-count', '9979', ''),
('place', 'dp_cells', '2060', ''),
('cells_and_area', 'n_clock_buffer', '0', ''),
('synthesis', 'netlist_area', '11600', 'µm²'),
('synthesis', 'simple_logic_cell_fraction_of_the_synthesized_area', '0.172', ''),
('grt', 'grt_remaining_overflow', '0', ''),
('routing', 'dr.first_iter.drc_count', '524', ''),
('critical_path', 'slowest_stage', 'clkdlybuf4s50_1', ''),
('critical_path', 'critPathLaunchType', 'input pin', ''),
('worst_hold_path', 'min_path_type', 'input pin to output port', ''),
('synthesis', 'synth-adder-area-share', '0.485', ''),
('cells_and_area', 'final_cells', '2060', ''),
('routing', 'ant_nets', '0', ''),
('synthesis', 'ao_oa_area_share', '0.129', ''),
('run', 'maxCapViolations', '0', ''),
('final_timing', 'layout_worst_path_cycle_share', '0.813', ''),
('final_timing', 'setup_viol', '0', ''),
('critical_path', 'crit_top_cell', 'inv_1', ''),
('die', 'die_height', '198', 'µm'),
('critical_path', 'setup.worst_path.class', 'input pin to output port', ''),
('die', 'floorplan.core_area', '37800', 'µm²'),
('critical_path', 'crit_family', 'adder cells', ''),
('critical_path', 'arrival', '14.34', 'ns'),
('critical_path', 'setup.worst_path.end_class', 'output port', ''),
('final_timing', 'timing_hold_violations_final', '0', ''),
('synthesis', 'synth.area.top_cells', 'fa_1 (38%), ha_1 (10%), inv_1 (9.9%)', ''),
('synthesis', 'top_cell_area_share', '0.385', ''),
('synthesis', 'synth_seq_share', '0', ''),
('synthesis', 'post-synth-top-count-cell', 'inv_1', ''),
('routing', 'dr.pass1.iters', '5', ''),
('place', 'area_post_placement', '13700', 'µm²'),
('cells_and_area', 'layout.cell_area.non_filler', '13700', 'µm²'),
('synthesis', 'synth-xor-area-share', '0.0433', ''),
('synthesis', 'synthTopCellsByCount', 'inv_1 (305), fa_1 (222), nand2_1 (205)', ''),
('routing', 'insertedDiodeCount', '0', ''),
('clock_network', 'ctsHoldBuffers', '0', ''),
('cells_and_area', 'post_route_cells_drive_above_1_share', '0.0523', ''),
('die', 'count_of_pins_on_the_block_boundary', '145', ''),
('cells_and_area', 'flop_area', '0', 'µm²');
[kinds of logic (layout without fill, tap and decap cells)]
family | Yosys count | after routing
fa+ha+maj | 315 | 315
mux | 40 | 40
simple gates | 440 | 440
compound gates | 213 | 213
xor+xnor | 55 | 55
buf+inv | 357 | 486
[worst min-delay path, delay by kind of cell]
| family | cells | cell delay, ns |
|---|---|---|
| AND-OR/OR-AND | 1 | 0.13 |
| buffers and inverters | 2 | 0.93 |
| AND/OR/NAND/NOR | 1 | 0.11 |
[final timing paths]
| kind | to | cells past startpoint | from | slack [ns] |
|---|---|---|---|---|
| hold / removal | dst[11] | 4 | multiply | 10.54 |
| setup / recovery | dst[5] | 31 | src0sel[2] | 4.38 |
[cell type report]
class / count / share of cell area
repair buffers: 171 / 0.121
well taps: 511 / 0.0468
multi-input cells: 1063 / 0.746
inverters: 315 / 0.0866
[per-layer routing]
layer / share of wire / track usage / vias up / routed length (µm)
met5: 0 / 0 / - / 0
met4: 0.042 / 0.0649 / 0 / 1440
met3: 0.070 / 0.0483 / 48 / 2410
met2: 0.51 / 0.343 / 288 / 17800
met1: 0.38 / 0.238 / 4919 / 13000
li1: - / - / 4724 / -
[cell usage in the layout (no fill, tap or decap), types with 6 or more instances in the layout]
cell,Yosys,routed
a21o_1,20,20
a21oi_1,56,56
a31oi_1,7,7
and2_1,27,27
and3_1,6,6
buf_4,1,26
clkdlybuf4s50_1,0,145
clkinv_1,8,8
fa_1,222,222
ha_1,93,93
inv_1,305,305
mux2i_1,18,18
mux4_2,15,15
nand2_1,205,205
nand2b_1,14,14
nand3_1,11,11
nor2_1,127,127
nor2b_1,6,6
nor3_1,13,13
o21a_1,8,8
o21ai_0,41,40
o21ai_1,6,7
o221ai_2,8,8
xnor2_1,30,30
xor2_1,24,24
