## flow/config.mk

```make
export PLATFORM = sky130hd
export DESIGN_NAME = cmd_cntrl
export DESIGN_NICKNAME = cmd_cntrl
export VERILOG_FILES = /design/flow/design.v
export SDC_FILE = /design/flow/constraint.sdc
export NUM_CORES = 4
export LEC_CHECK = 1
export CORE_UTILIZATION = 30
```

## flow/constraint.sdc

```tcl
current_design cmd_cntrl

set clk_period 2.7
set clk_io_pct 0.2

create_clock -name clk0 -period $clk_period [get_ports {clk}]

set non_clock_inputs [all_inputs -no_clocks]
set_input_delay [expr $clk_period * $clk_io_pct] -clock clk0 $non_clock_inputs
set_output_delay [expr $clk_period * $clk_io_pct] -clock clk0 [all_outputs]
```

## flow/design.v

```verilog
module cmd_cntrl(clk, rst_n, cmd, cmd_rdy, clr_cmd_rdy, in_transit, OK2Move, go, buzz, buzz_n, ID, ID_vld, clr_ID_vld);
input[7:0] cmd, ID;
input clk, rst_n, cmd_rdy, OK2Move, ID_vld;
output clr_cmd_rdy, in_transit, go, buzz, buzz_n, clr_ID_vld;
localparam GO = 2'b01;
localparam STOP = 2'b00;
reg[5:0] dest_ID;
reg[13:0] buzz_cnt;
reg transitflag, 
	updateDestID, 
	clr_ID_vld,
	clr_cmd_rdy,
	in_transit,
	clr_ID_vld_flag,
	clr_cmd_rdy_flag;
wire go,
	piezoEn;
reg buzz,
	buzz_n;
typedef enum reg[1:0] {IDLE, IN_TRANSIT, VALIDATE_ID} state_t;
state_t state, nextstate;
always @(posedge clk, negedge rst_n) begin
	if(!rst_n) 
		in_transit <= 0;
	else if(transitflag) 
		in_transit <= 1;
	else 
		in_transit <= 0;
end
assign go = in_transit & OK2Move;
assign piezoEn = in_transit & ~OK2Move;
always @(posedge clk, negedge rst_n) begin
	if(!rst_n) begin
		buzz <= 1'b0;
		buzz_cnt <= 14'd0;
	end
	else begin
		if(piezoEn)
			buzz_cnt <= buzz_cnt + 1;
		if(buzz_cnt >= 14'd6250)
			buzz <= 1'b1;
		else
			buzz <= 1'b0;
		if(buzz_cnt == 14'd12500)
			buzz_cnt <= 14'd0;
	end	
end
assign buzz_n = (piezoEn) ? ~buzz : buzz;
always @(posedge clk, negedge rst_n) begin
	if(!rst_n) 
		dest_ID <= 0; 
	else if(updateDestID) 
		dest_ID <= cmd[5:0];
end
always @(posedge clk, negedge rst_n) begin
	if(!rst_n) 
		clr_ID_vld <= 0;
	else if(clr_ID_vld_flag)
		clr_ID_vld <= 1;
	else
		clr_ID_vld <= 0;
end
always_ff @(posedge clk, negedge rst_n) begin
	if(!rst_n) 
		clr_cmd_rdy <= 0;
	else if(clr_cmd_rdy_flag)
		clr_cmd_rdy <= 1;
	else
		clr_cmd_rdy <= 0;
end
always_ff @(posedge clk, negedge rst_n) begin
	if(!rst_n) 
		state <= IDLE;
	else begin
		state <= nextstate;
	end
end
always_comb begin
	nextstate = IDLE;
	updateDestID = 0;
	transitflag = 0;  
	clr_ID_vld_flag = 0;
	clr_cmd_rdy_flag = 0;
	case(state)
		IDLE: begin
			if(cmd_rdy && (cmd[7:6] == GO)) begin
				nextstate = IN_TRANSIT;
				transitflag = 1;
				updateDestID = 1;
				clr_cmd_rdy_flag = 1;
			end
		end
		IN_TRANSIT: begin
			nextstate = VALIDATE_ID;
			transitflag = 1;
			if(cmd_rdy && cmd[7:6] == GO) begin
				nextstate = IN_TRANSIT;
				updateDestID = 1;
				clr_cmd_rdy_flag = 1;
			end
			else if(cmd_rdy && cmd[7:6] == STOP) begin
				transitflag = 0;
				nextstate = IDLE;
				clr_cmd_rdy_flag = 1;
			end
		end
		VALIDATE_ID: begin
			transitflag = 1;
			nextstate = IN_TRANSIT;
			if(ID_vld && ID[5:0] == dest_ID) begin  
				nextstate = IDLE;
				clr_ID_vld_flag = 1;
				transitflag = 0;
			end
			else if(ID_vld) begin
				clr_ID_vld_flag = 1;
			end
		end
	endcase  
end  
endmodule
```

## flow/run.sh

```bash
#!/bin/bash
# OpenROAD 26Q1-2900-gdf79404cd8, Yosys 0.63+post, stock flow scripts
make -C /OpenROAD-flow-scripts/flow DESIGN_CONFIG=/design/flow/config.mk WORK_HOME=/design/flow/orfs finish
```

==> impl_metrics.toml <==
# synthesis and place-and-route metrics
[synth]
ys_ff = 27
avgSynthCellArea_um2 = 10.6
yosysCellCount = 128
ys_sh_mux = 0.0496
yosys_warnings = 2
seq_area_frac_synth = 0.497
synth_area_um2 = 1360
yosys.area_share.simple = 0.220
xor_area_frac = 0.122
synth_cells = 128
synthAdderAreaFrac = 0.0275
synthAoiAreaFrac = 0.0643
ys_types = 31
logic_family = "simple AND/OR/NAND/NOR gates"
ys_area_um2 = 1360

[floorplan]
die-area_um2 = 4820
die_y_um = 69.4
fp_util = 0.313
fp.dieW_um = 69.4
pin_count = 27
num_rows = 24
core_area_um2 = 4350

[finish]
syn2layout_area_growth_pct = 26.1
logic_area_um2 = 659
layout_top_cells = "dfrtp_1, clkdlybuf4s50_1, nor2_1, xnor2_1"
drive_above_1_share = 0.116
flop_area_um2 = 677
num-fill-cells = 405
layout_top_cell = "dfrtp_1"
final_util = 0.395
instances_no_fill = 207

[clocking]
root_buffer = "clkbuf_8"
post_cts_buffers = 0
cts.clk_slew.worst_paths_ps = 90
cts_tree = "yes"
hold_buffers = 0
htree_levels = 1
clkLatencyLatePin_ps = 270
cts_made_buffers = 3
clock_sinks = 27
clockBufferDepth = 2
cts_resized = 0

[global_routing]
grtUsageTotal = 0.115
grt_max_degree = 28
grt_pass1_wl_um = 4470
grt-ovfl-total = 0
grt_pass1_vias = 991
antenna_found_initial = 0

[detailed_routing]
wl_met1_um = 1200
detail-route-antenna-nets = 0
vias_per_cell = 4.86
post_drt_wl_per_cell_um = 12.0
totalWireLength_um = 2480
top_layer_used = "met4"
route.met2.wl_um = 1120
wl_met3_um = 143
vias = 1007
drt_iter0_drc = 58
drc = 0
drt_pre_antenna_iters = 4
n_antenna_cell = 0

[critical_path]
cp-startpoint = "OK2Move"
rr_startpoint = "buzz_cnt[0]"
rrSetupSlack_ps = 820
critPathRequiredTime_ps = 2160
cp-end-kind = "output pin"
crit_chain = "clkdlybuf4s50_1, nor2b_1, xor2_1, clkdlybuf4s50_1"
cp-start-kind = "input port"
arrival_ps = 1840
crit_top_cell = "clkdlybuf4s50_1"
critPathSlowestCell = "clkdlybuf4s50_1"
path_class = "in -> out"
worst-path-max-fanout = 4
worst_path_largest_cell_delay_ps = 460

[sta]
setup_tns_ps = 0
hold_viol_final = 0
rsz0062_at_grt = "no"
max_freq_ghz = 0.420
min_period_ps = 2380
setup_viol = 0
slew_viol_final = 0
finalClockSkew_ps = 2.07
period_used_share = 0.883
worstMarginPinSlew_ps = 556
relSlewSlack = 0.627

[placement]
port_buffers = 24
place.gp.congestion = 0.875
hpwl_um = 1830
placed_cells = 203

[status]
status = "finished clean"

[job]
maxCapViolations = 0
warnings = 29

[power]
powerDensity_nw_per_um2 = 394
peakVddDrop_mv = 0.309
total_leakage_power_nw = 0.753

[hold_path]
hold_path.class = "reg -> reg"
hold_start = "buzz_cnt[10]"
-- state kept, by name, summed over array words and instances (netlist names) --
| register | flops |
|---|---|
| in_transit | 1 |
| buzz | 1 |
| state | 3 |
| clr_cmd_rdy | 1 |
| buzz_cnt | 14 |
| clr_ID_vld | 1 |
| dest_ID | 6 |
-- power breakdown --
group,switching [W],internal [W],leakage (nW)
sequential,0,0.000404,0.363
combinational,0.0000170,0.0000282,0.364
clock,0.000124,0.000103,0.0255
-- synthesized netlist by cell type --
cell type | n | share of area
a21oi_2 | 1 | 0.0064
nor4_4 | 1 | 0.016
dfstp_2 | 1 | 0.019
nand4_1 | 6 | 0.028
nor3_1 | 2 | 0.0073
xor2_1 | 6 | 0.039
and4b_1 | 1 | 0.0073
or2_2 | 1 | 0.0046
nand2_1 | 6 | 0.017
dfrtp_1 | 26 | 0.48
a211o_1 | 1 | 0.0064
nand4b_1 | 3 | 0.019
inv_1 | 4 | 0.011
nor2_1 | 14 | 0.039
xnor2_1 | 13 | 0.084
or3_4 | 1 | 0.0083
o31ai_1 | 1 | 0.0055
and3_2 | 1 | 0.0055
and2_1 | 3 | 0.014
ha_1 | 3 | 0.028
clkbuf_1 | 3 | 0.0083
a21o_1 | 1 | 0.0055
mux2_2 | 6 | 0.050
o211a_1 | 1 | 0.0073
and3_1 | 1 | 0.0046
nand2b_1 | 2 | 0.0092
a21oi_1 | 6 | 0.022
o21ai_0 | 3 | 0.011
nand3_1 | 4 | 0.015
nor2b_1 | 3 | 0.014
nor4_1 | 3 | 0.014
-- logic make-up after synthesis --
kind of cell,Yosys count
buffers and inverters,7
adders and majority gates,3
AOI/OAI and AO/OA,14
DFF,27
muxes,6
and+or+nand+nor,52
xor gates and xnor gates,19
-- per-layer routing --
layer | vias to the layer above | global-route usage
li1 | 495 | -
met1 | 481 | 0.175
met2 | 29 | 0.178
met3 | 2 | 0.0295
met4 | 0 | 0.00454
met5 | - | 0
-- final timing paths --
check / to / cells past startpoint
max: buzz_n / 4
min: buzz_cnt[10] / 1
max reg2reg: buzz_cnt[7] / 6
min reg2reg: buzz_cnt[10] / 1
max in group asynchronous: state[0] / 2
min in group asynchronous: buzz_cnt[11] / 2
-- area by class of cell --
class                   count  area share
clock buffers               3      0.0240
flip-flops and latches     27       0.394
inverters                   4     0.00874
clock inverters             1     0.00291
repair buffers             26       0.149
well taps                  52      0.0379
multi-input cells          94       0.384
-- per-stage QoR --
stage,worst slack (ps),cell area (µm²),power [W],hold slack (ps)
detailed placement,314,1670,0.000458,491
floorplan,1010,1360,0.000419,244
CTS,310,1720,0.000688,510
global placement,318,1670,0.000457,487
global route,242,1720,0.000708,554
finish,316,1720,0.000676,512
-- critical path, delay by kind of cell --
family | cells | cell delay (ps)
XOR/XNOR | 1 | 160
AND/OR/NAND/NOR | 1 | 230
buffers and inverters | 2 | 920
Power figures rest on the tool's default switching activity, not on a simulated workload.
